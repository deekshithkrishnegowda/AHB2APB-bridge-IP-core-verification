File: design/flow/design.v
module ahb_slave (	Hclk,
		 	Hresetn,
			Hwrite,
			Htrans,
			Hwdata,
			Hrdata,
			Hreadyin,
			Hreadyout,
			Haddr,
			Hresp,
			temp_sel,
			valid,
			Hwritereg,
			Hwdata0,
			Hwdata1,
			Hwdata2,
			Haddr0,
			Haddr1,
			Haddr2,
			Prdata,
			Preadyout);
input 	Hclk,Hresetn,Hwrite,Hreadyin,Preadyout;
input [1:0]Htrans;
input [31:0]Hwdata;
input [31:0]Haddr;
input [31:0]Prdata;
output reg [2:0]temp_sel;
output reg 	valid,Hwritereg,Hreadyout;
output reg [31:0]Hwdata0;
output reg [31:0]Hwdata1;
output reg [31:0]Hwdata2;
output reg [31:0]Haddr0;
output reg [31:0]Haddr1;
output reg [31:0]Haddr2;
output reg [31:0]Hrdata;
output reg [1:0] Hresp;
always @(posedge Hclk)
begin
	if(!Hresetn)
		begin
			Hwritereg=1'b0;
		end
	else 
		begin
			Hwritereg=Hwrite;
		end
end
always @(*)
begin
	if(!Hresetn)
		begin
			temp_sel=3'b000;
		end
	else
		if(Haddr>=32'h8000_0000 && Haddr<=32'h8400_0000)
			begin
				temp_sel=3'b001;
			end
		else if(Haddr >= 32'h8400_0000  && Haddr<= 32'h8800_0000)
			begin
				temp_sel=3'b010;
			end
		else if(Haddr >=32'h8800_0000  && Haddr<= 32'h8C00_0000)
			begin
				temp_sel=3'b100;
			end
end	
always @(*)
begin
	if(!Hresetn)
		begin
			Hrdata=0;
		end
	else
		begin
			Hrdata=Prdata;
		end
end
always @(*)
begin
	if(!Hresetn)
		begin
			valid=1'b0;
		end
		else if((Haddr>=32'h8000_0000 && Haddr<=32'h8c00_0000 && Hresetn==1) && (Htrans==2'b10 || Htrans==2'b11))
			 	begin
					valid=1'b1;
				end
		else
		begin
			valid=1'b0;	
		end
end
always @(*)
begin
	if(!Hresetn)
		begin
			Hresp=2'b00;
		end
	else	
		begin
			Hresp=2'b01;
		end
end
always @(*)
begin
	if(!Hresetn)
		begin
			Hreadyout=1'b0;
		end
	else
		begin	
			Hreadyout=Preadyout;
		end
end
always@(posedge Hclk or negedge Hresetn)
begin
	if(!Hresetn)
		begin
			Haddr0<=0;
			Haddr1<=0;
			Haddr2<=0;
		end
	else
		begin
			Haddr0<=Haddr;
			Haddr1<=Haddr0;
			Haddr2<=Haddr1;
		end
end
always @(posedge Hclk or negedge Hresetn)
begin
	if(!Hresetn)
		begin	
			Hwdata0<=0;
			Hwdata1<=0;
			Hwdata2<=0;
		end
	else
		begin
			Hwdata0<=Hwdata;
			Hwdata1<=Hwdata0;
			Hwdata2<=Hwdata1;					
		end
end
endmodule
module apb_controller(	Hclk,
			Hwrite,
			Hresetn,
			temp_sel,
			valid,
			Hwritereg,
			Hwdata0,
			Hwdata1,
			Hwdata2,
			Hsize,
			Haddr0,
			Haddr1,
			Haddr2,
			Preadyout,        
			Prdata,           
			Penable,
			Pwrite,
			Pwdata,
			Paddr,
			Pselx,
			Irdata           
			);
input	Hclk,Hwrite,Hresetn,valid,Hwritereg;
input [2:0]temp_sel;
input [31:0]Hwdata0;
input [31:0]Hwdata1;
input [31:0]Hwdata2;
input [31:0]Haddr0;
input [31:0]Haddr1;
input [31:0]Haddr2;
input [31:0]Irdata;
input [2:0]Hsize;
output  reg [31:0]Prdata;
output reg Penable,Pwrite;
output reg [31:0]Pwdata;
output reg [31:0]Paddr;
output  reg [2:0]Pselx;
output reg Preadyout;
reg [31:0]j;
parameter ST_IDLE=8'b0000_0001;
parameter ST_WWAIT=8'b0000_0010;
parameter ST_WRITEP=8'b0000_0100;
parameter ST_WR_RD = 8'b0000_0101;
parameter ST_RD_RD = 8'b0000_0110;
parameter ST_WENABLEP=8'b0000_1000;
parameter ST_WRITE=8'b0001_0000;
parameter ST_WENABLE=8'b0010_0000;
parameter ST_READ=8'b0100_0000;
parameter ST_RENABLE=8'b1000_0000;
parameter BYTE=3'b000;
parameter HALFWORD=3'b001;
parameter WORD=3'b010;
reg [7:0]state,next_state;
reg flag;
always @(posedge Hclk)
begin
	if(!Hresetn)
		begin
			state<=ST_IDLE;
		end
	else
		begin
			state<=next_state;
		end
end
always@(*)
begin
	case(state)
		ST_IDLE:if(valid==0)
				begin
					next_state=ST_IDLE;
				end
			else if(valid==1 && Hwrite==1)
				begin
					next_state=ST_WWAIT;
				end 
			else if(valid==1 && Hwrite==0)
				begin
					next_state=ST_READ;
				end
		ST_WWAIT:if(valid==0)
				begin
					next_state=ST_WRITE;
				end
			 else if(valid==1)
				begin
					next_state=ST_WRITEP;
					flag = 1'b1;
				end
		ST_WRITE:if(valid==0)
				begin
					next_state=ST_WENABLE;
				end
			else if(valid==1)
				begin
					next_state=ST_WENABLEP;
				end	
		ST_WRITEP:if(Hwritereg)
						next_state=ST_WENABLEP;
					else
						next_state = ST_WR_RD;
		ST_WR_RD: next_state = ST_RD_RD;
		ST_RD_RD: next_state = ST_RENABLE;	
		ST_WENABLEP:begin
				flag = 1'b0;
				if(valid==0 && Hwritereg==1)
				begin
					next_state=ST_WRITE;
				end
			    else if(valid==1 && Hwritereg==1)
				begin
					next_state=ST_WRITEP;
				end
		            else if(Hwritereg==0)
				begin
					next_state=ST_READ;
				end
				end
		ST_WENABLE:if(valid==0)
				begin
					next_state=ST_IDLE;
				end
			   else if(valid==1 && Hwrite==1)
				begin
					next_state=ST_WWAIT;	
				end
			  else if(valid==1 && Hwrite==0)
				begin
					next_state=ST_READ;
				end
		ST_READ:next_state=ST_RENABLE;
		ST_RENABLE:if(valid==1 && Hwrite==0)
				begin
					next_state=ST_READ;
				end
			   else if(valid==1 && Hwrite==1)
				begin	
					next_state=ST_WWAIT;
				end
			   else if(valid==0)
				begin
					next_state=ST_IDLE;
				end
		endcase
end	
always@(*)
begin
	if(!Hresetn)
		begin
			Penable=1'b0;
			Pwrite=1'b0;
			Pwdata=32'b0;
			Paddr=32'b0;
			Pselx=3'b000;
	 		Preadyout=1'b0;
		end
	else
	begin	
	case(state)
	ST_IDLE:begin
			Paddr = Paddr;
			Pwdata = Pwdata;
			Penable=0;
			Pselx=0;
			Preadyout=1'b1;
		end
	ST_READ:begin
			Paddr=Haddr0;
			Pselx=temp_sel;
			Pwrite=1'b0;
			Preadyout=1'b0;
			Penable=0;
		end
	ST_WRITE:begin
		 	Paddr=Haddr2;
			j=Hwdata0;
			lilend(j,Paddr);
		 	Pwrite=1'b1;
			Pselx=temp_sel;
			Preadyout=1'b1;
			Penable=0;
		 end
	ST_WRITEP:begin
			if(flag)
				begin
					Paddr=Haddr1;	
				end
			else 
				begin
					Paddr=Haddr2;		
				end
			j=Hwdata0;
			lilend(j,Paddr);
			Pwrite=1'b1;
		  	Pselx=temp_sel;
			Preadyout=1'b0;
			Penable=1'b0;
		  end
	ST_WR_RD:	begin
					Penable=1'b1;
					Pwrite=1'b1;
					end
	ST_RD_RD:	begin
					Penable=1'b0;
					Pwrite=1'b0;
					Paddr=Haddr2;
					end
	ST_RENABLE,ST_WENABLE:	begin
					Penable=1'b1;
					Preadyout=1'b1;
					end
	ST_WENABLEP: begin
			Penable=1'b1;
			Preadyout=1'b1;
		     end
	ST_WWAIT:begin
			Preadyout=1'b1;
			Penable=0;
			Pselx = 'd0;
		 end
	endcase		
end
end
always@(*)
	begin
	case(Hsize)
		BYTE:	begin
					if(Paddr[1:0]==2'b00)
						Prdata=Irdata[7:0];
					else if(Paddr[1:0]==2'b01)
						Prdata=Irdata[15:8];
					else if(Paddr[1:0]==2'b10)
						Prdata=Irdata[23:16];
					else if(Paddr[1:0]==2'b11)
						Prdata=Irdata[31:24];
				end
		HALFWORD: begin
						if(Paddr[1:0]==2'b00)
							Prdata=Irdata[15:0];
						else if(Paddr[1:0]==2'b10)
							Prdata=Irdata[31:16];
					end
		WORD:	begin
				Prdata=Irdata;
				end
		endcase
	end
task lilend(input  reg [31:0]j,input reg [31:0]Paddr);
	begin
	case(Hsize)
		BYTE:	begin
					if(Paddr[1:0]==2'b00)
						Pwdata = Hwdata0[7:0];
					else if(Paddr[1:0]==2'b01)
						Pwdata = Hwdata0[15:8];
					else if(Paddr[1:0]==2'b10)
						Pwdata = Hwdata0[23:16];
					else if(Paddr[1:0]==2'b11)
						Pwdata = Hwdata0[31:24];
				end
		HALFWORD: begin
						if(Paddr[1:0]==2'b00)
							Pwdata = Hwdata0[15:0];
						else if(Paddr[1:0]==2'b10)
							Pwdata = Hwdata0[31:16];	
					end
		WORD:	begin
				Pwdata = j[31:0];
				end
		endcase		
	end
endtask
endmodule
module rtl2_top (Hclk,
	   	Hresetn,
		Hwrite,
		Htrans,
		Hwdata,
		Hreadyin,
		Hreadyout,
		Haddr,
		Hrdata,
		Hresp,
		Hsize,
		Penable,
		Pwrite,
		Pwdata,
		Paddr,
		Pselx,
		Irdata);
input	Hclk,Hresetn,Hwrite;
input  [2:0]	Hsize;
input[1:0]	Htrans;
input[31:0]	Hwdata;
input		Hreadyin;
input[31:0]	Haddr;
input [31:0]  Irdata;
output 	Penable,Pwrite;
output  [31:0]Pwdata;
output  [31:0]Paddr;
output 	Hreadyout;
output  [2:0] Pselx;
output  [31:0]	Hrdata;
output [1:0]	Hresp;
wire [2:0]temp;
wire [31:0]temp_addr0;
wire [31:0]temp_addr1;
wire [31:0]temp_addr2;
wire [31:0]temp_data0;
wire [31:0]temp_data1;
wire [31:0]temp_data2;
ahb_slave AHB_SLAVE (	.Hclk(Hclk),
		 	.Hresetn(Hresetn),
			.Hwrite(Hwrite),
			.Htrans(Htrans),
			.Hwdata(Hwdata),
			.Hrdata(Hrdata),
			.Hreadyin(Hreadyin),
			.Hreadyout(Hreadyout),
			.Haddr(Haddr),
			.Hresp(Hresp),
			.temp_sel(temp),
			.valid(valid),
			.Hwritereg(Hwritereg),
			.Hwdata0(temp_data0),
			.Hwdata1(temp_data1),
			.Hwdata2(temp_data2),
			.Haddr0(temp_addr0),
			.Haddr1(temp_addr1),
			.Haddr2(temp_addr2),
			.Prdata(CONTROLLER.Prdata),
			.Preadyout(Preadyout));
apb_controller CONTROLLER(.Hclk(Hclk),
			  .Hwrite(Hwrite),
			  .Hresetn(Hresetn),
			  .temp_sel(temp),
			.valid(valid),
			.Hwritereg(Hwritereg),
			.Hwdata0(temp_data0),
			.Hwdata1(temp_data1),
			.Hwdata2(temp_data2),
			.Hsize(Hsize),
			.Haddr0(temp_addr0),
			.Haddr1(temp_addr1),
			.Haddr2(temp_addr2),
			.Preadyout(Preadyout),        
			.Prdata(AHB_SLAVE.Prdata),           
			.Penable(Penable),
			.Pwrite(Pwrite),
			.Pwdata(Pwdata),
			.Paddr(Paddr),
			.Pselx(Pselx),
			.Irdata(Irdata)           
			);
endmodule
File: design/flow/run.sh
#!/bin/bash
# OpenROAD 26Q1-2900-gdf79404cd8, Yosys 0.63+post, stock flow scripts
make -C /OpenROAD-flow-scripts/flow DESIGN_CONFIG=/design/flow/config.mk WORK_HOME=/design/flow/orfs finish
File: design/flow/config.mk
export PLATFORM = sky130hd
export DESIGN_NAME = rtl2_top
export DESIGN_NICKNAME = rtl2_top
export VERILOG_FILES = /design/flow/design.v
export SDC_FILE = /design/flow/constraint.sdc
export NUM_CORES = 4
export LEC_CHECK = 1
export CORE_UTILIZATION = 50
File: design/flow/constraint.sdc
current_design rtl2_top

set clk_period 1.0
set clk_io_pct 0.2

create_clock -name clk0 -period $clk_period [get_ports {Hclk}]

set non_clock_inputs [all_inputs -no_clocks]
set_input_delay [expr $clk_period * $clk_io_pct] -clock clk0 $non_clock_inputs
set_output_delay [expr $clk_period * $clk_io_pct] -clock clk0 [all_outputs]
==> flow_metrics.tcl <==
# implementation run metrics
set metrics [dict create \
    status "finished with violations" \
    violations "negative hold slack" \
    period_needed_ps 915.7 \
    synth_flops 219 \
    cts_tree "built" \
    cp_cell_sequence "buf_8 > clkdlybuf4s50_1" \
    core_area_um2 15200 \
    dp_hpwl_um 13170 \
    p_switching_w 0.003446 \
    num_antenna_cells 0 \
    cts_buffer_depth 2 \
    cp_slowest_stage_delay_ps 440 \
    slew_violations 0 \
    p_seq_frac 0.447 \
    antenna_left 0 \
    holdWs_ps -215.5 \
    synthFlopType "dfrtp_1" \
    ys_sh_adder 0 \
    gp_congestion 0.8808 \
    grt_pass1_vias 6008 \
    swShare 0.2486 \
    finalInstanceArea_um2 9891 \
    unclocked_pins 82 \
    crit_path_top_delay_cell "clkdlybuf4s50_1" \
    worst_pin_slew_ps 867.1 \
    vias 6080 \
    finalPower_w 0.01386 \
    synthCells 724 \
    ys_sh_aoi 0.1852 \
    final_cells 1044 \
    root_buffer "clkbuf_16" \
    antenna_found_initial 0 \
    crit_arrival_ps 720 \
    r2r_slack_ps 440 \
    placed_area_um2 9266 \
    setup.worst_path.end_class "primary output" \
    area_growth_pct 26.66 \
    crit_path_max_fanout 3 \
    cts.htree.levels 4 \
    simple_gate_area_frac 0.1272 \
    clk_latency_ps 410 \
    synth_area_um2 7809 \
    vias_per_cell 5.824 \
    die_y_um 127.0 \
    timing.rr.start "AHB_SLAVE.Haddr1[0]" \
    power.density_nw_per_um2 1401 \
    row_count 45 \
    cap_violations 0 \
    io_pins 209 \
    hp-class "in2async" \
    untimed_endpoints 151 \
    crit_required_ps 800 \
    power_frac_comb 0.082 \
    finalClockPeriodUsage 0.9157 \
    drt_iter0_drc 495 \
    xor_share 0.003365 \
    power_leakage_nw 4.117 \
    tool_warnings 62 \
    hold_violations 14 \
    first_pass_iters 5 \
    grt_use_total 0.2629 \
    post-route-drc-count 0 \
    critPathTopFamily "buffers and inverters" \
    syn_area_per_cell_um2 10.79 \
    fp_util 0.5137 \
    final.fill_count 1138 \
    wire_per_inst_um 18.62 \
    power.internal_w 0.01042 \
    overflow 0 \
    grt_pass1_wl_um 31700 \
    critical_path_buf_inv_count 2 \
    die_w_um 127.0 \
    fin_worst_skew_ps 5.502 \
    yosys_area_um2 7809 \
    finalSetupTns_ps 0 \
    ys_async_sr_fraction 0.5845 \
    drive_gt1_frac 0.08879 \
    crit_end "Hresp[0]" \
    chipArea_um2 16120 \
    synth_cell_types 63 \
    rr_endpoint "AHB_SLAVE.Haddr2[0]" \
    clkPwrFrac 0.471 \
    grt_setup_unrepaired "no" \
    ys_cells 724 \
    cp.depth 2 \
    place_inst 1012 \
    ir_drop_mv 1.253 \
    synth-edff-count 0 \
    crit_type "in2out" \
    ys_warn_count 10 \
    cts_made_buffers 17 \
    io_buffers 141 \
    setup_viol 0 \
    mux_share 0.02516 \
    max_freq_mhz 1092 \
    post_cts_buffers 0 \
    crit_start "Hresetn" \
    r2r_cells 0 \
    grt_max_degree 62 \
    maxSlewHeadroom 0.4175 \
    wl_um 19440 \
    worst_setup_path_start_kind "primary input" \
    synth.logic.top_family "AND-OR/OR-AND gates" \
    clk_pin_slew_ps 70 \
]
stage by stage:
step                      setup WS (ps)    util
after CTS                         78.32  0.6506
after global placement           -46.73  0.6095
final                             84.33  0.6506
after floorplan                   263.6       -
after global routing              49.03  0.6506
after detailed placement         -39.93  0.6095
worst min-delay path by stage:
stage,depth (start not counted),endpoint,start
after global routing,2,AHB_SLAVE.Haddr2[29],Hresetn
after CTS,2,AHB_SLAVE.Haddr2[29],Hresetn
final,2,AHB_SLAVE.Haddr2[29],Hresetn
state kept, by name, indices dropped and copies added, names as in the netlist, 3 cells and up:
signal	cells
AHB_SLAVE.Haddr0	32
AHB_SLAVE.Haddr1	32
AHB_SLAVE.Haddr2	32
AHB_SLAVE.Hwdata0	32
AHB_SLAVE.temp_sel	3
CONTROLLER.Paddr	32
CONTROLLER.Pselx	3
CONTROLLER.Pwdata	32
CONTROLLER.next_state	8
CONTROLLER.state	8
synthesized netlist by cell type (9+ instances only):
library cell	n	area share
o211ai_1	43	0.041
and2_1	13	0.010
nand2_1	46	0.022
nand3_1	9	0.0058
buf_4	34	0.033
nor2_1	19	0.0091
dfxtp_1	9	0.023
dlxtn_1	82	0.16
dfrtp_1	128	0.41
o21ai_0	19	0.012
a211oi_1	27	0.026
buf_2	11	0.0070
a311oi_1	19	0.021
a21oi_1	45	0.029
nand4_1	11	0.0088
and3_1	19	0.015
nor3_1	19	0.012
mux2i_1	14	0.018
clkbuf_1	40	0.019
power by group through the flow:
stage	registers, W	clock network, W	logic (W)
after CTS	0.00620	0.00666	0.00114
after global routing	0.00624	0.00695	0.00125
final	0.00620	0.00653	0.00113
repair_timing:
item,CTS,global route
resized,3,0
endpoints found under the setup margin,1,0
endpoints found under the hold margin,14,14
layout make-up:
| class | instances | area [µm²] | area share |
|---|---|---|---|
| clock buffer | 17 | 425.4 | 0.04301 |
| tap | 188 | 235.2 | 0.02378 |
| timing repair buffer | 159 | 1575 | 0.1593 |
| inverter | 6 | 22.52 | 0.002277 |
| sequential | 219 | 4614 | 0.4665 |
| clock inverter | 15 | 193.9 | 0.01961 |
| multi-input combinational | 440 | 2824 | 0.2855 |
layout by cell type (no fill, tap or decap), drive strengths merged, types with 5 or more instances in the layout:
| master | instances |
|---|---|
| clkdlybuf4s50 | 139 |
| dfrtp | 128 |
| dlxtn | 82 |
| nand2 | 46 |
| a21oi | 45 |
| o211ai | 43 |
| conb | 33 |
| a211oi | 27 |
| nor2 | 20 |
| and3 | 19 |
| o21ai | 19 |
| a311oi | 19 |
| nor3 | 19 |
| buf | 19 |
| clkbuf | 17 |
| inv | 16 |
| mux2i | 14 |
| and2 | 13 |
| nand4 | 11 |
| dfxtp | 9 |
| nand3 | 9 |
| nand2b | 8 |
| nor4 | 7 |
| o21a | 7 |
| a2bb2oi | 6 |
| o31ai | 6 |
| a21o | 5 |
| mux2 | 5 |
layer usage:
metal  GRT usage  up-vias  part of all wire
met3     0.08618       14             0.091
met5           0        -                 0
met2      0.3723      284              0.44
met1      0.4341     2952              0.46
li1            -     2830                 -
met4     0.02451        0            0.0078
logic make-up after synthesis:
logic type | count (synthesis)
latches | 82
compound gates | 204
mux | 19
flops | 137
other cells | 1
xor+xnor | 3
simple gates | 181
buf+inv | 97
Power figures rest on the tool's default switching activity, not on a simulated workload.
